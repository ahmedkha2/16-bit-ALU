==> run.sh <==
#!/bin/bash
# OpenROAD 26Q1-2900-gdf79404cd8, Yosys 0.63+post, stock flow scripts
make -C /OpenROAD-flow-scripts/flow DESIGN_CONFIG=/design/flow/config.mk WORK_HOME=/design/flow/orfs finish
==> config.mk <==
export PLATFORM = sky130hd
export DESIGN_NAME = ALU_TOP
export DESIGN_NICKNAME = ALU_TOP
export VERILOG_FILES = /design/flow/design.v
export SDC_FILE = /design/flow/constraint.sdc
export NUM_CORES = 4
export LEC_CHECK = 1
export CORE_UTILIZATION = 50
==> constraint.sdc <==
current_design ALU_TOP

set clk_period 1.0
set clk_io_pct 0.2

create_clock -name clk0 -period $clk_period [get_ports {CLK}]

set non_clock_inputs [all_inputs -no_clocks]
set_input_delay [expr $clk_period * $clk_io_pct] -clock clk0 $non_clock_inputs
set_output_delay [expr $clk_period * $clk_io_pct] -clock clk0 [all_outputs]
==> design.v <==
module ALU_TOP #(parameter In_out = 16)(
  input [In_out-1:0]        A,B,
  input [3:0]               ALU_FUN,
  input                     CLK,RST,
  output [In_out-1:0]       Arith_OUT,Logic_OUT,CMP_OUT,Shift_OUT,
  output                    Carry_OUT,Arith_Flag,Logic_Flag,CMP_Flag,Shift_Flag
);
wire Arith_Enable,Logic_Enable,CMP_Enable,Shift_Enable;
Dec decoder (.ALU_FUN(ALU_FUN),.Arith_Enable(Arith_Enable),.Logic_Enable(Logic_Enable),.CMP_Enable(CMP_Enable),.Shift_Enable(Shift_Enable));
ARITHMETIC_UNIT Arith (.A(A), .B(B),
                       .ALU_FUN(ALU_FUN),
                       .CLK(CLK),.RST(RST),
                       .Arith_OUT(Arith_OUT),
                       .Arith_Enable(Arith_Enable),
                       .Carry_OUT(Carry_OUT),
                       .Arith_Flag(Arith_Flag)
                      );
LOGIC_UNIT Logic (.A(A), .B(B),
                  .ALU_FUN(ALU_FUN),
                  .CLK(CLK),.RST(RST),
                  .Logic_Enable(Logic_Enable),
                  .Logic_OUT(Logic_OUT),
                  .Logic_Flag(Logic_Flag)
                  ); 
CMP_UNIT CMP (.A(A), .B(B),
              .ALU_FUN(ALU_FUN),
              .CLK(CLK),.RST(RST),
              .CMP_Enable(CMP_Enable),
              .CMP_OUT(CMP_OUT),
              .CMP_Flag(CMP_Flag)
              );  
Shift_UNIT Shift (.A(A), .B(B),
                  .ALU_FUN(ALU_FUN),
                  .CLK(CLK),.RST(RST),
                  .Shift_Enable(Shift_Enable),
                  .Shift_OUT(Shift_OUT),
                  .Shift_Flag(Shift_Flag)
                  );  
endmodule
module ARITHMETIC_UNIT #(parameter In_out = 16)(
  input [In_out-1:0]        A,B,
  input [3:0]               ALU_FUN,
  input                     CLK,RST,Arith_Enable,
  output reg [In_out-1:0]   Arith_OUT,
  output reg                Carry_OUT,Arith_Flag
);
  reg  [In_out-1:0]         ALU_comp;
  reg                       Flag_comp,Carry_comp;
  always@(posedge CLK or negedge RST)
    begin
      if(!RST)
        begin
          Arith_OUT <= 'b0;
          Carry_OUT <= 1'b0;
          Arith_Flag <= 1'b0;
        end
      else
        begin
          Arith_OUT <= ALU_comp;
          Carry_OUT <= Carry_comp;
          Arith_Flag <= Flag_comp;
        end
    end
  always@(*)
    begin
      if(Arith_Enable)
        begin
          ALU_comp = 'b0;
          Carry_comp = 1'b0;
          case(ALU_FUN[1:0])
            2'b00:begin 
                    {Carry_comp, ALU_comp} = A + B; 
                    Flag_comp = 1'b1;
                  end
            2'b01:begin
                    ALU_comp = A - B;
                    Flag_comp = 1'b1;
                  end
            2'b10:begin
                    {Carry_comp, ALU_comp} = A * B ;
                    Flag_comp = 1'b1;
                  end
            2'b11:begin
                    ALU_comp = A / B;
                    Flag_comp = 1'b1;
                  end
          endcase
        end
      else
        begin
          ALU_comp = 'b0;
          Flag_comp = 1'b0;
        end
    end
endmodule
module CMP_UNIT #(parameter In_out = 16)(
  input [In_out-1:0]        A,B,
  input [3:0]               ALU_FUN,
  input                     CLK,RST,CMP_Enable,
  output reg [In_out-1:0]   CMP_OUT,
  output reg                CMP_Flag
);
  reg  [In_out-1:0]         ALU_comp;
  reg                       Flag_comp;
  always@(posedge CLK or negedge RST)
    begin
      if(!RST)
        begin
          CMP_OUT <= 'b0;
          CMP_Flag <= 1'b0;
        end
      else
        begin
          CMP_OUT <= ALU_comp;
          CMP_Flag <= Flag_comp;
        end
    end
  always@(*)
    begin
      if(CMP_Enable)
        begin
          ALU_comp = 'b0;
          case(ALU_FUN[1:0])
            2'b00:begin
                    ALU_comp = 'b0;
                    Flag_comp = 1'b1;
                  end
            2'b01:begin
                    ALU_comp = (A == B)? 16'b1 : 16'b0;
                    Flag_comp = 1'b1;
                  end
            2'b10:begin
                    ALU_comp = (A > B)? 16'b10 : 16'b0;
                    Flag_comp = 1'b1;
                  end
            2'b11:begin
                    ALU_comp = (A < B)? 16'b11 : 16'b0;
                    Flag_comp = 1'b1;
                  end
          endcase
        end
      else
        begin
          ALU_comp = 'b0;
          Flag_comp = 1'b0;
        end
    end
endmodule
module Dec(
  input [3:0]       ALU_FUN,
  output reg        Arith_Enable,Logic_Enable,CMP_Enable,Shift_Enable
);
always@(*)
  begin
    {Arith_Enable,Logic_Enable,CMP_Enable,Shift_Enable} = 1'b0;
    case(ALU_FUN[3:2])
      2'b00: begin
              Arith_Enable = 1'b1;
              Logic_Enable = 1'b0; 
              CMP_Enable = 1'b0; 
              Shift_Enable = 1'b0;
             end
      2'b01: begin
              Arith_Enable = 1'b0;
              Logic_Enable = 1'b1; 
              CMP_Enable = 1'b0; 
              Shift_Enable = 1'b0;
             end
      2'b10: begin
              Arith_Enable = 1'b0;
              Logic_Enable = 1'b0; 
              CMP_Enable = 1'b1; 
              Shift_Enable = 1'b0;
             end
      2'b11: begin
              Arith_Enable = 1'b0;
              Logic_Enable = 1'b0; 
              CMP_Enable = 1'b0; 
              Shift_Enable = 1'b1;
             end
    endcase
  end
endmodule
module LOGIC_UNIT #(parameter In_out = 16)(
  input [In_out-1:0]        A,B,
  input [3:0]               ALU_FUN,
  input                     CLK,RST,Logic_Enable,
  output reg [In_out-1:0]   Logic_OUT,
  output reg                Logic_Flag
);
  reg  [In_out-1:0]         ALU_comp;
  reg                       Flag_comp;
  always@(posedge CLK or negedge RST)
    begin
      if(!RST)
        begin
          Logic_OUT <= 'b0;
          Logic_Flag <= 1'b0;
        end
      else
        begin
          Logic_OUT <= ALU_comp;
          Logic_Flag <= Flag_comp;
        end
    end
  always@(*)
    begin
      if(Logic_Enable)
        begin
          ALU_comp = 'b0;
          case(ALU_FUN[1:0])
            2'b00:begin
                    ALU_comp = A & B ;
                    Flag_comp = 1'b1;
                  end
            2'b01:begin
                    ALU_comp = A | B;
                    Flag_comp = 1'b1;
                  end
            2'b10:begin
                    ALU_comp = ~(A & B);
                    Flag_comp = 1'b1;
                  end
            2'b11:begin
                    ALU_comp = ~(A | B);
                    Flag_comp = 1'b1;
                  end
          endcase
        end
      else
        begin
          ALU_comp = 'b0;
          Flag_comp = 1'b0;
        end
    end
endmodule
module Shift_UNIT #(parameter In_out = 16)(
  input [In_out-1:0]        A,B,
  input [3:0]               ALU_FUN,
  input                     CLK,RST,Shift_Enable,
  output reg [In_out-1:0]   Shift_OUT,
  output reg                Shift_Flag
);
  reg  [In_out-1:0]         ALU_comp;
  reg                       Flag_comp;
  always@(posedge CLK or negedge RST)
    begin
      if(!RST)
        begin
          Shift_OUT <= 'b0;
          Shift_Flag <= 1'b0;
        end
      else
        begin
          Shift_OUT <= ALU_comp;
          Shift_Flag <= Flag_comp;
        end
    end
  always@(*)
    begin
      if(Shift_Enable)
        begin
          ALU_comp = 'b0;
          case(ALU_FUN[1:0])
            2'b00:begin
                    ALU_comp = A >> 1;
                    Flag_comp = 1'b1;
                  end
            2'b01:begin
                    ALU_comp = A << 1;
                    Flag_comp = 1'b1;
                  end
            2'b10:begin
                   ALU_comp = B >> 1;
                    Flag_comp = 1'b1;
                  end
            2'b11:begin
                    ALU_comp = B >> 1;
                    Flag_comp = 1'b1;
                  end
          endcase
        end
      else
        begin
          ALU_comp = 'b0;
          Flag_comp = 1'b0;
        end
    end
endmodule
==> impl_metrics.env <==
# source this file to load flow results
export IMPL_status="did not finish"
export IMPL_lastStage="global routing"
export IMPL_stop_error="[ERROR GRT-0232] Routing congestion too high. Check the congestion heatmap in the GUI."
export IMPL_synthTopCellsByArea="ha_1, fa_1, dfrtp_1"
export IMPL_untimed_endpoints=2
export IMPL_unclocked_regs=1
export IMPL_ys_cells=1981
export IMPL_placed_cells=2993
export IMPL_place_area_um2=22100
export IMPL_crit_endpoint="Arith.Arith_OUT[0]$_DFF_PN0_/D"
export IMPL_ys_warn_count=5
export IMPL_dp_hpwl_um=47200
export IMPL_htree_levels=2
export IMPL_numSynthFlops=56
export IMPL_yosys_area_top_type="ha_1"
export IMPL_endpoint_type="register input"
export IMPL_row_count=63
export IMPL_ys_flop_type="dfrtp_1"
export IMPL_synth_chip_area_um2=15400
export IMPL_syn_area_um2=15400
export IMPL_post_synth_top_count_cell="ha_1"
export IMPL_synth_area_per_cell_um2=7.78
export IMPL_clockBufferDepth=2
export IMPL_synthDominantCellAreaShare_pct=19.3
export IMPL_syn_inst=1981
export IMPL_gp_congestion=1.03
export IMPL_async_flop_share_pct=98.2
export IMPL_clockRootBuffer="clkbuf_16"
export IMPL_synth_edff_count=0
export IMPL_place_port_buffers=92
export IMPL_die_w_um=178
export IMPL_yosysUniqueCellTypes=94
export IMPL_grt_start_max_net_pins=33
export IMPL_io_pins=107
export IMPL_cts_buffers=5
export IMPL_initCoreUtil_pct=51.4
export IMPL_common_cells="ha_1, nor2_1, inv_1"
export IMPL_die_height_um=178
==> timing repair <==
item	in CTS
gates cloned	3
hold buffers	2
endpoints found under the hold margin	11
pin swaps	183
setup buffers	185
gates resized	804
endpoints found under the setup margin	107
==> logic make-up after synthesis <==
| family | count (synthesis) | synth area share [%] |
|---|---|---|
| AND-OR/OR-AND | 484 | 21.7 |
| XOR/XNOR | 126 | 7.16 |
| adder cells (fa/ha/maj) | 333 | 31.7 |
| buffers and inverters | 305 | 7.93 |
| flip-flops | 55 | 8.94 |
| latches | 1 | 0.0974 |
| multiplexers | 47 | 3.33 |
| other | 1 | 0.0243 |
| AND/OR/NAND/NOR | 629 | 19.0 |
==> metrics by stage <==
step	setup WS [ps]	hold WS, ps
floorplan	-22040	-95.6
global placement	-22900	94.1
detailed placement	-23250	102
CTS	-21490	211
